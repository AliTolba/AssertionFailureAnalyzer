## design/flow/run.sh

```bash
#!/bin/bash
# OpenROAD 26Q1-2900-gdf79404cd8, Yosys 0.63+post, stock flow scripts
make -C /OpenROAD-flow-scripts/flow DESIGN_CONFIG=/design/flow/config.mk WORK_HOME=/design/flow/orfs finish
```

## design/flow/design.v

```verilog
module design_09 #(
  parameter W = 20
)(
  input              clk,
  input              rst_n,
  input              start,
  input      [W-1:0] a,
  input      [W-1:0] b,
  output     [W-1:0] y,
  output             valid
);
  reg [W-1:0] a_q, b_q;
  wire [W-1:0] y_c;
  always @(posedge clk or negedge rst_n) begin
    if (!rst_n) begin
      a_q <= {W{1'b0}};
      b_q <= {W{1'b0}};
    end else begin
      a_q <= a;
      b_q <= b;
    end
  end
  design_09_core #(.W(W)) u_core (.a_q(a_q), .b_q(b_q), .y_c(y_c));
  design_09_ctrl           u_ctrl (.clk(clk), .rst_n(rst_n), .start(start), .valid(valid));
  assign y = y_c;
endmodule
module design_09_core #(
  parameter W = 20
)(
  input      [W-1:0] a_q,
  input      [W-1:0] b_q,
  output reg [W-1:0] y_c
);
  always @* begin
    y_c = a_q + b_q + 1'b1;
  end
endmodule
module design_09_ctrl(
  input  clk,
  input  rst_n,
  input  start,
  output reg valid
);
  reg start_q;
  always @(posedge clk or negedge rst_n) begin
    if (!rst_n) begin
      valid <= 1'b0;
      start_q <= 1'b0;
    end else begin
      start_q <= start;
      valid <= start;
    end
  end
endmodule
```

## design/flow/constraint.sdc

```tcl
current_design design_09

set clk_period 9.2
set clk_io_pct 0.2

create_clock -name clk0 -period $clk_period [get_ports {clk}]

set non_clock_inputs [all_inputs -no_clocks]
set_input_delay [expr $clk_period * $clk_io_pct] -clock clk0 $non_clock_inputs
set_output_delay [expr $clk_period * $clk_io_pct] -clock clk0 [all_outputs]
```

## design/flow/config.mk

```make
export PLATFORM = sky130hd
export DESIGN_NAME = design_09
export DESIGN_NICKNAME = design_09
export VERILOG_FILES = /design/flow/design.v
export SDC_FILE = /design/flow/constraint.sdc
export NUM_CORES = 4
export LEC_CHECK = 1
export CORE_UTILIZATION = 40
```

==> flow_metrics.env <==
# source this file to load flow results
export IMPL_core_mm2=0.00450
export IMPL_grt_pass1_wl_um=5730
export IMPL_routed_wirelength_um=3430
export IMPL_drt_pass1_iter_count=4
export IMPL_cp_arrival_ns=3.06
export IMPL_status="finished clean"
export IMPL_cts_inserted_buffers=5
export IMPL_track_usage_pct=14.4
export IMPL_relSlewSlack_pct=67.5
export IMPL_synth_cell_type_count=34
export IMPL_fmax_ghz=0.204
export IMPL_warnings=26
export IMPL_synth_top_area_share_pct=52.9
export IMPL_area_delta_synth_final_pct=40.2
export IMPL_grt_max_degree=42
export IMPL_power_density_mw_per_mm2=154
export IMPL_power_leakage_nw=1.17
export IMPL_period_minus_slack_ns=4.90
export IMPL_fp_util_pct=43.1
export IMPL_tns_ns=0
export IMPL_finalSetupViolations=0
export IMPL_enable_flop_cells=0
export IMPL_max_cap_violations=0
export IMPL_wl_per_cell_um=12.2
export IMPL_synth_area_per_cell_um2=12.3
export IMPL_fin_ws_ns=4.30
export IMPL_antenna_cells=0
export IMPL_cts_sinks=41
export IMPL_ctsHoldBuffers=0
export IMPL_yosysWarnings=3
export IMPL_synth_area_mm2=0.00194
export IMPL_required_ns=7.36
export IMPL_critPathMostFrequentCell="inv_1"
export IMPL_vias_per_cell=5.00
export IMPL_die_w_um=71.7
export IMPL_row_count=24
export IMPL_die_height_um=71.7
export IMPL_hp_class="in2async"
export IMPL_lay_top_cells="clkdlybuf4s50_1, dfrtp_1, ha_1"
export IMPL_post_cts_resized=0
export IMPL_detail_route_antenna_nets=0
export IMPL_ys_area_mm2=0.00194
export IMPL_final_area_mm2=0.00272
export IMPL_overflow=0
export IMPL_post_route_period_util_pct=53.3
export IMPL_first_global_vias=1357
export IMPL_synth_seq_cells=41
export IMPL_ios=64
export IMPL_dr_first_iter_drc_count=60
export IMPL_yosys_top_cells_area="dfrtp_1, ha_1, xnor2_1, a21oi_1, xor2_1"
export IMPL_io_buffers=63
export IMPL_synth_cells=158
export IMPL_synth_main_ff_cell="dfrtp_1"
export IMPL_cts_tree="done"
export IMPL_worstMarginPinSlew_ns=0.488
export IMPL_htreeDepth=2
export IMPL_pre_cts_ws_ns=4.59
export IMPL_grt_setup_unrepaired="false"
export IMPL_dr_total_vias=1405
export IMPL_cts_clk_slew_worst_paths_ns=0.07
export IMPL_drive_gt1_share_pct=9.17
export IMPL_async_flop_share_pct=100
export IMPL_startpoint_type="register"
export IMPL_cts_root_buf="clkbuf_8"
export IMPL_cpPeakStageDelay_ns=0.48
export IMPL_layout_top_cell="clkdlybuf4s50_1"
export IMPL_drc_errors=0
export IMPL_grt_antenna_before_repair=0
export IMPL_final_hold_viol_count=0
export IMPL_clk_path_buf_depth=2
export IMPL_critPathKind="reg2out"
export IMPL_place_congestion=0.892
export IMPL_slowest_stage="clkdlybuf4s50_1"
export IMPL_cp_cell_sequence="inv_1, ha_1, inv_1, fa_1, a211oi_1, nor2_1, o22ai_2, nor3_1, a221o_1, a21oi_2, xnor2_1, clkdlybuf4s50_1"
export IMPL_chipArea_mm2=0.00513
export IMPL_dp_hpwl_um=2710
export IMPL_path_max_fanout=3
export IMPL_ys_seq_share_pct=52.9
export IMPL_ir_worst_vdd_v=0.0000878
export IMPL_slew_violations=0
export IMPL_critPathCaptureType="primary output"
export IMPL_cts_setup_buffers=0
export IMPL_place_area_mm2=0.00263
export IMPL_nFillCells=376
export IMPL_top_area_cell="dfrtp_1"
export IMPL_yosys_cells=158
-- area by class of cell --
type / instances / area [µm²] / share of cell area, %
Timing Repair Buffer: 64 / 633 / 23.3
Clock buffer: 5 / 68.8 / 2.53
Clock inverter: 3 / 17.5 / 0.644
Inverter: 5 / 18.8 / 0.690
Tap cell: 52 / 65.1 / 2.39
Sequential cell: 41 / 1030 / 37.7
Multi-Input combinational cell: 111 / 891 / 32.8
-- path summary, 6_finish.rpt --
| kind | startpoint | to | slack [ns] | cells past startpoint |
|---|---|---|---|---|
| min in group clk0 | a[12] | a_q[12]$_DFF_PN0_ | 1.98 | 1 |
| setup / recovery | a_q[0]$_DFF_PN0_ | y[18] | 4.30 | 12 |
| max in group asynchronous | rst_n | b_q[18]$_DFF_PN0_ | 7.26 | 2 |
| hold / removal | rst_n | b_q[2]$_DFF_PN0_ | 1.60 | 2 |
-- per-layer routing --
layer	vias up	part of all wire [%]	global-route usage (%)
met4	0	1.7	1.96
met1	651	47	21.4
met5	-	0	0
li1	705	-	-
met2	41	45	23.1
met3	8	5.4	3.28
-- flip-flops by register name, indices dropped and copies added, names as in the netlist --
signal,flops
a_q,20
b_q,20
u_ctrl.valid,1
-- power by group --
group / switching (W) / internal (W) / total [W]
clock network: 0.0000569 / 0.0000522 / 0.000109
logic: 0.0000436 / 0.0000748 / 0.000118
registers: 0.00000302 / 0.000189 / 0.000192
total: 0.000104 / 0.000316 / 0.000420
-- cell families (layout without fill, tap and decap cells) --
group	Yosys count	count (layout)	synth area share, %
AOI/OAI and AO/OA	49	49	17.6
xor gates and xnor gates	16	16	7.22
adders and majority gates	20	20	13.3
buffers and inverters	6	77	1.22
DFF	41	41	52.9
and+or+nand+nor	26	26	7.80
-- per-stage QoR --
stage / total power [W] / cells / utilization [%] / hold slack [ns]
after CTS: 0.000428 / 281 / 60.4 / 1.61
after global placement: 0.000315 / 273 / 58.5 / 1.91
after detailed placement: 0.000315 / 273 / 58.5 / 1.93
after floorplan: 0.000248 / 158 / - / 1.54
final: 0.000420 / 281 / 60.4 / 1.60
after global routing: 0.000446 / 281 / 60.4 / 1.64
-- cells in the mapped netlist, drive strengths merged (3+ instances only) --
library cell,instances
xor2,5
dfrtp,41
xnor2,11
ha,19
and2,3
nor3,3
o21a,5
nand2,7
inv,5
nor2,6
a21o,5
a21oi,16
o21ai,12
-- critical path, delay by kind of cell (launching register included) --
family                     cells  cell delay (ns)
AOI/OAI and AO/OA              4             0.90
xor gates and xnor gates       1             0.13
adders and majority gates      2             0.58
buffers and inverters          3             0.60
DFF                            1             0.36
and+or+nand+nor                2             0.21
Power figures rest on the tool's default switching activity, not on a simulated workload.
