[flow/config.mk]
export PLATFORM = sky130hd
export DESIGN_NAME = design_24
export DESIGN_NICKNAME = design_24
export VERILOG_FILES = /design/flow/design.v
export SDC_FILE = /design/flow/constraint.sdc
export NUM_CORES = 4
export LEC_CHECK = 1
export CORE_UTILIZATION = 30
[flow/constraint.sdc]
current_design design_24

set clk_period 12.3
set clk_io_pct 0.2

create_clock -name clk0 -period $clk_period [get_ports {clk}]

set non_clock_inputs [all_inputs -no_clocks]
set_input_delay [expr $clk_period * $clk_io_pct] -clock clk0 $non_clock_inputs
set_output_delay [expr $clk_period * $clk_io_pct] -clock clk0 [all_outputs]
[flow/run.sh]
#!/bin/bash
# OpenROAD 26Q1-2900-gdf79404cd8, Yosys 0.63+post, stock flow scripts
make -C /OpenROAD-flow-scripts/flow DESIGN_CONFIG=/design/flow/config.mk WORK_HOME=/design/flow/orfs finish
[flow/design.v]
module design_24 #(
  parameter W = 20
)(
  input              clk,
  input              rst_n,
  input              start,
  input      [W-1:0] a,
  input      [W-1:0] b,
  output     [W-1:0] y,
  output             valid
);
  reg [W-1:0] a_q, b_q;
  wire [W-1:0] y_c;
  always @(posedge clk or negedge rst_n) begin
    if (!rst_n) begin
      a_q <= {W{1'b0}};
      b_q <= {W{1'b0}};
    end else begin
      a_q <= a;
      b_q <= b;
    end
  end
  design_24_core #(.W(W)) u_core (.a_q(a_q), .b_q(b_q), .y_c(y_c));
  design_24_ctrl           u_ctrl (.clk(clk), .rst_n(rst_n), .start(start), .valid(valid));
  assign y = y_c;
endmodule
module design_24_core #(
  parameter W = 20
)(
  input      [W-1:0] a_q,
  input      [W-1:0] b_q,
  output reg [W-1:0] y_c
);
  always @* begin
    y_c = a_q + b_q + 1'b1;
  end
endmodule
module design_24_ctrl(
  input  clk,
  input  rst_n,
  input  start,
  output reg valid
);
  reg start_q;
  always @(posedge clk or negedge rst_n) begin
    if (!rst_n) begin
      valid <= 1'b0;
      start_q <= 1'b0;
    end else begin
      start_q <= start;
      valid <= start;
    end
  end
endmodule
==> flow_metrics.tcl <==
# metrics dict for downstream scripts
set metrics [dict create \
    first_iter_violations 57 \
    first_pass_iters 4 \
    async_flop_share_pct 100 \
    grt_setup_unrepaired "false" \
    critPathLaunch "a_q[0]$_DFF_PN0_" \
    netlist_instances 158 \
    dp_cells 296 \
    gp_congestion 0.803 \
    ios 64 \
    ys_cells 158 \
    status "complete, no violations" \
    synth_area_leader_cell "dfrtp_1" \
    wl_um 3620 \
    crit_path_end_kind "output pin" \
    endpoint "y[18]" \
    dp_hpwl_um 2760 \
    ys.flop_type "dfrtp_1" \
    fin_crit_sh_pct 44.9 \
    ys_ff 41 \
    fp-row-count 28 \
    cp.required_ns 9.84 \
    numPortBuffers 63 \
    crit_type "reg -> out" \
    layout_top_cell "clkdlybuf4s50_1" \
    finalHoldViolCount 0 \
    vias 1382 \
    grt_max_degree 42 \
    relSlewSlack_pct 66.8 \
    die_w_um 82.4 \
    setup_violations 0 \
    routedWlPerCell_um 11.9 \
    layout-drive-gt1-share_pct 9.17 \
    lay_top_cells "clkdlybuf4s50_1, dfrtp_1, ha_1, a21oi_1, xnor2_1" \
    fp_util_pct 31.8 \
    ys_area_sq_um 1940 \
    coreArea_sq_um 6100 \
    grtUsageTotal_pct 11.8 \
    route.detailed.drc 0 \
    layout_min_cycle_time_ns 5.52 \
    clkSinkCount 41 \
    avgSynthCellArea_sq_um 12.3 \
    grt-ovfl-total 0 \
    cp.arrival_ns 3.06 \
    cts.reportedPaths.clkPinSlew_ns 0.08 \
    top_cell_area_share_pct 52.9 \
    grt_pass1_vias 1321 \
    ir_worst_vdd_mv 0.0646 \
    maxCapViolCount 0 \
    tns_ns 0 \
    cts_tree "built" \
    post_cts_buffers 0 \
    htree_levels 2 \
    synth_cell_types 34 \
    numCtsBuffers 5 \
    synth-edff-count 0 \
    power_density_nw_per_um2 123 \
    synthTopCellsByArea "dfrtp_1, ha_1, xnor2_1, a21oi_1, xor2_1" \
    antenna_found_initial 0 \
    diodes 0 \
    final_cells 304 \
    fmax_mhz 181 \
    syn_area_sq_um 1940 \
    chip_area_sq_um 6790 \
    leakage_uw 0.00119 \
    die_y_um 82.4 \
    ant_nets 0 \
    report.final.slew_viol_count 0 \
    yosys_warnings 3 \
    area_growth_pct 43.4 \
    root_buffer "clkbuf_8" \
    clockBufferDepth 2 \
    hold_class "in -> async" \
    critPathMaxFanout 3 \
    cp-start-kind "flip-flop" \
    grt_first_pass_wirelength_um 5920 \
    warnings 25 \
    worst_pin_slew_ns 0.498 \
    ys_seq_share_pct 52.9 \
    ctsResizeCount 0 \
    hold_buffers 0 \
    via_per_inst 4.55 \
]
-- registers in the layout, indices dropped and copies added, names as in the netlist --
signal and cells:
u_ctrl.valid 1, b_q 20, a_q 20
-- synth_stat cells (2+ instances only) --
library cell / count
ha_1: 19
nor3_1: 2
xor2_1: 5
a41oi_2: 2
a21oi_2: 2
nor2b_1: 2
a21oi_1: 14
xnor2_1: 11
nand3_1: 2
nor2_1: 6
and2_1: 3
o21ai_1: 3
inv_1: 5
o21a_1: 5
o21ai_0: 8
nand2_1: 7
dfrtp_1: 41
a21o_1: 4
a211oi_1: 2
-- through the flow --
step                      worst slack [ns]  hold WS [ns]  utilization (%)  area, sq um  power, uW
final                                 6.78          2.22             45.6         2780        343
after global placement                7.13          2.55             43.7         2660        237
after global routing                  6.49          2.25             45.6         2780        365
after detailed placement              7.09          2.55             43.7         2660        236
after floorplan                       7.77          2.16                -         1940        186
after CTS                             6.75          2.23             45.6         2780        349
-- power by group --
group / internal (uW) / leakage [uW] / switching, uW
clock network: 65.9 / 0.0000574 / 44.3
registers: 141 / 0.000478 / 2.26
logic: 55.7 / 0.000652 / 32.9
-- critical path, stage by stage (launching register included) --
cell and delay, ns:
dfrtp_1 0.36, inv_1 0.05, ha_1 0.15, inv_1 0.05
fa_1 0.42, a211oi_1 0.24, nor2_1 0.12, o22ai_2 0.20
nor3_1 0.10, a221o_1 0.32, a21oi_2 0.15, xnor2_1 0.13
clkdlybuf4s50_1 0.47
-- cell families after synthesis --
kind of cell               Yosys count  share of synthesized area [%]
AOI/OAI and AO/OA                   49                           17.6
xor gates and xnor gates            16                           7.22
adders and majority gates           20                           13.3
buffers and inverters                6                           1.22
DFF                                 41                           52.9
and+or+nand+nor                     26                           7.80
-- per-layer routing --
layer	track usage [%]	part of all wire (%)	up-vias
li1	-	-	701
met1	19.5	50	639
met2	16.2	42	40
met3	3.34	7.1	2
met4	1.58	0.99	0
met5	0	0	-
-- worst min-delay path by stage --
stage	from	end	slack, ns	cells after the start
final	rst_n	a_q[0]$_DFF_PN0_	2.22	2
after global routing	rst_n	a_q[0]$_DFF_PN0_	2.25	2
after CTS	rst_n	a_q[0]$_DFF_PN0_	2.23	2
-- final cells by class --
type	count	area (sq um)
multi-input combinational	111	891
sequential	41	1030
inverter	5	18.8
tap	75	93.8
clock buffer	6	82.6
timing repair buffer	64	633
fill	578	3310
clock inverter	2	37.5
Power figures rest on the tool's default switching activity, not on a simulated workload.
