==> flow/design.v <==
module design_04 #(
  parameter W = 20
)(
  input              clk,
  input              rst_n,
  input              start,
  input      [W-1:0] a,
  input      [W-1:0] b,
  output     [W-1:0] y,
  output             valid
);
  reg [W-1:0] a_q, b_q;
  wire [W-1:0] y_c;
  always @(posedge clk or negedge rst_n) begin
    if (!rst_n) begin
      a_q <= {W{1'b0}};
      b_q <= {W{1'b0}};
    end else begin
      a_q <= a;
      b_q <= b;
    end
  end
  design_04_core #(.W(W)) u_core (.a_q(a_q), .b_q(b_q), .y_c(y_c));
  design_04_ctrl           u_ctrl (.clk(clk), .rst_n(rst_n), .start(start), .valid(valid));
  assign y = y_c;
endmodule
module design_04_core #(
  parameter W = 20
)(
  input      [W-1:0] a_q,
  input      [W-1:0] b_q,
  output reg [W-1:0] y_c
);
  always @* begin
    y_c = a_q + b_q + 1'b1;
  end
endmodule
module design_04_ctrl(
  input  clk,
  input  rst_n,
  input  start,
  output reg valid
);
  reg start_q;
  always @(posedge clk or negedge rst_n) begin
    if (!rst_n) begin
      valid <= 1'b0;
      start_q <= 1'b0;
    end else begin
      start_q <= start;
      valid <= start;
    end
  end
endmodule
==> flow/run.sh <==
#!/bin/bash
# OpenROAD 26Q1-2900-gdf79404cd8, Yosys 0.63+post, stock flow scripts
make -C /OpenROAD-flow-scripts/flow DESIGN_CONFIG=/design/flow/config.mk WORK_HOME=/design/flow/orfs finish
==> flow/config.mk <==
export PLATFORM = sky130hd
export DESIGN_NAME = design_04
export DESIGN_NICKNAME = design_04
export VERILOG_FILES = /design/flow/design.v
export SDC_FILE = /design/flow/constraint.sdc
export NUM_CORES = 4
export LEC_CHECK = 1
export CORE_UTILIZATION = 30
==> flow/constraint.sdc <==
current_design design_04

set clk_period 9.2
set clk_io_pct 0.2

create_clock -name clk0 -period $clk_period [get_ports {clk}]

set non_clock_inputs [all_inputs -no_clocks]
set_input_delay [expr $clk_period * $clk_io_pct] -clock clk0 $non_clock_inputs
set_output_delay [expr $clk_period * $clk_io_pct] -clock clk0 [all_outputs]
==> run_results.csv <==
group,metric,value,unit
detailed_routing,routed_wirelength,3570,um
die,rows,28,
die,ios,64,
clocking,h-tree-depth,2,
placement,hpwlAfterDp,2770,um
clocking,postCtsSetupRepairBufs,0,
final_timing,timing.final.crit_share,52.9,%
global_routing,grt_remaining_overflow,0,
clocking,ctsRootBufferMaster,"sky130_fd_sc_hd__clkbuf_8",
synth,synth_cell_types,34,
synth,synth_area_per_cell,12.3,um^2
detailed_routing,vias_per_cell,4.49,
final_timing,timing.setup.tns,0,ns
setup_path,worst_setup_path_endpoint,"y[18]",
setup_path,setup.worst_path.start,"a_q[0]",
setup_path,setup.worst_path.class,"reg2out",
die,chipWidth,82.4,um
setup_path,crit_required,7.36,ns
run,warning_count,25,
min_path,hold_path_class,"in2async",
global_routing,grt_antenna_before_repair,0,
placement,finalWeightedCongestion,0.806,
detailed_routing,wire_per_inst,11.7,um
synth,sequential_cell_area_fraction_in_the_yosys_report,52.9,%
detailed_routing,dr_wl_met3,216,um
detailed_routing,route.antenna.diode_count,0,
power_and_ir_drop,power_report.internal_total,316,uW
final_timing,drv_slew,0,
clocking,tritoncts_buffer_count,5,
setup_path,max_fo_critical_path,3,
synth,ys.flops,41,
detailed_routing,wl_met1,1810,um
die,floorplanUtilization,31.8,%
placement,dp.cells,296,
synth,post_synth_inst_count,158,
cells_and_area,flow.area_growth_from_synthesis,41.7,%
global_routing,grt_util_all_layers,11.5,%
final_timing,period_minus_slack,4.87,ns
setup_path,critical_path_source_type,"flop",
final_timing,timing.final.hold_violations,0,
synth,netlist_area_before_placement,0.00194,mm^2
final_timing,max_slew_margin,67.4,%
clocking,clkTransAtPathRegs,0.08,ns
detailed_routing,highest_layer,"met4",
die,dieArea,0.00679,mm^2
synth,post-synth-top-area-fraction,52.9,%
power_and_ir_drop,power.share.combinational,28.1,%
power_and_ir_drop,irDropWorstVdd,69.3,uV
run,maxCapViolations,0,
detailed_routing,drt_pass1_iterations,4,
detailed_routing,wl_met2,1470,um
final_timing,fmax,0.205,GHz
cells_and_area,final_layout_size_suffix_gt1_share,9.17,%
run_status,status,"completed",
clocking,cts_sinks,41,
global_routing,grt_pass1_vias,1305,
final_timing,finalSetupViolations,0,
clocking,number_of_buffers_on_the_longest_clock_path,2,
detailed_routing,route.antenna.remaining_nets,0,
synth,topCellsByArea,"sky130_fd_sc_hd__dfrtp_1 (53%), sky130_fd_sc_hd__ha_1 (12%), sky130_fd_sc_hd__xnor2_1 (5.0%)",
cells_and_area,fillers,582,
setup_path,critPathArrivalTime,3.03,ns
synth,yosys_area,0.00194,mm^2
synth,synth_area_leader_cell,"sky130_fd_sc_hd__dfrtp_1",
final_timing,unrepaired_setup_endpoints_after_global_routing,"no",
power_and_ir_drop,power.leakage,0.00117,uW
detailed_routing,vias,1364,
global_routing,first_pass_grt_wire_length,5820,um
synth,synth_warnings,3,
cells_and_area,post_layout_cell_count,304,
power_and_ir_drop,p_per_area,153,mW/mm^2
synth,synth_stat.cells,158,
power_and_ir_drop,power.clock.fraction,26.3,%
power_and_ir_drop,power_switching_share,25.1,%
detailed_routing,detail_route.drc_violations,0,
setup_path,critical_path.endpoint_type,"output pin",
die,die_h,82.4,um
die,design.core.area,0.00610,mm^2
power_and_ir_drop,seq_power_share,45.6,%
detailed_routing,drt-initial-drc-count,48,
placement,io_buffer_count,63,
clocking,holdBufCountCts,0,
power_and_ir_drop,power_switching,106,uW
global_routing,grt_max_degree,42,
clocking,clock_tree_from_tritoncts,"done",
clocking,post_cts_resized,0,
final_timing,worstMarginPinSlew,0.489,ns
-- layout by cell type (no fill, tap or decap), types with 4 or more instances in the layout --
cell                              Yosys  routed
sky130_fd_sc_hd__clkdlybuf4s50_1      0      62
sky130_fd_sc_hd__dfrtp_1             41      41
sky130_fd_sc_hd__ha_1                19      19
sky130_fd_sc_hd__a21oi_1             14      14
sky130_fd_sc_hd__xnor2_1             11      11
sky130_fd_sc_hd__o21ai_0              8       8
sky130_fd_sc_hd__nand2_1              7       7
sky130_fd_sc_hd__nor2_1               6       6
sky130_fd_sc_hd__inv_1                5       5
sky130_fd_sc_hd__o21a_1               5       5
sky130_fd_sc_hd__xor2_1               5       5
sky130_fd_sc_hd__clkbuf_8             0       5
sky130_fd_sc_hd__a21o_1               4       4
-- through the flow --
stage	power (uW)	area [um^2]	setup WS, ns	util (%)	hold WS, ns
after floorplan	248	1940	5.29	-	1.54
after global placement	316	2660	4.65	43.7	1.93
after detailed placement	316	2660	4.64	43.7	1.93
after CTS	430	2750	4.30	45.1	1.61
after global routing	450	2750	4.08	45.1	1.64
final	422	2750	4.33	45.1	1.60
-- power groups by stage --
stage | clock network (uW) | registers [uW] | logic, uW
finish | 111 | 192 | 118
global route | 125 | 193 | 132
CTS | 117 | 192 | 121
-- cells by family (layout without fill, tap and decap cells) --
group,Yosys count,count (layout),share of synthesized area (%)
compound gates,49,49,17.6
xor+xnor,16,16,7.22
simple gates,26,26,7.80
flops,41,41,52.9
fa+ha+maj,20,20,13.3
buf+inv,6,77,1.22
-- metal layers --
metal | up-vias | track usage, %
met5 | - | 0
met4 | 0 | 1.93
met3 | 7 | 2.23
met2 | 40 | 15.5
met1 | 611 | 19.8
li1 | 706 | -
-- cells in the mapped netlist (all sizes together) --
cell type	instances
fa	1
o31a	1
ha	19
and4	1
nor3	3
nor2	6
o21bai	1
nor4b	1
clkbuf	1
a21oi	16
a211oi	2
a41oi	2
dfrtp	41
nand2	7
xnor2	11
o22ai	1
o21ai	12
a21o	5
o21a	5
a21boi	2
xor2	5
and2	3
nand3	2
nor2b	2
nand2b	1
inv	5
a2111o	1
a221o	1
-- worst min path at each step --
stage | start | end | slack, ns | depth (start not counted)
4_1_cts | rst_n | a_q[0] | 1.61 | 2
5_1_grt | rst_n | a_q[0] | 1.64 | 2
6_report | rst_n | b_q[0] | 1.60 | 2
-- sequential cells by signal (all words and copies together), names as in the netlist --
name and flops:
b_q 20, a_q 20, u_ctrl.valid 1
-- cell type report --
class | count | area, um^2 | share of cell area [%]
tap | 75 | 93.8 | 3.41
multi-input combinational | 111 | 891 | 32.4
sequential | 41 | 1030 | 37.3
clock inverter | 3 | 17.5 | 0.637
inverter | 5 | 18.8 | 0.683
clock buffer | 5 | 68.8 | 2.50
timing repair buffer | 64 | 633 | 23.0
-- critical path, cell delays in order, from the launching register on --
cell and delay (ns):
sky130_fd_sc_hd__dfrtp_1 0.36, sky130_fd_sc_hd__inv_1 0.05, sky130_fd_sc_hd__ha_1 0.15, sky130_fd_sc_hd__inv_1 0.05
sky130_fd_sc_hd__fa_1 0.42, sky130_fd_sc_hd__a211oi_1 0.23, sky130_fd_sc_hd__nor2_1 0.12, sky130_fd_sc_hd__o22ai_2 0.20
sky130_fd_sc_hd__nor3_1 0.09, sky130_fd_sc_hd__a221o_1 0.31, sky130_fd_sc_hd__a21oi_2 0.15, sky130_fd_sc_hd__xnor2_1 0.12
sky130_fd_sc_hd__clkdlybuf4s50_1 0.48
Power and IR drop assume default switching activity.
